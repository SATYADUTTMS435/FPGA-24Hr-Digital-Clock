==> /design/flow/design.v <==
`timescale 1ns / 1ps
module minutes_counter(rst,clk_1Hz,tick,min_tick,minutes);
    input rst,clk_1Hz,tick;
    output reg min_tick;
    output reg [5:0] minutes;
    always@(posedge clk_1Hz)
        begin
            if(rst)
            begin
                 min_tick <= 1'b0;
                 minutes <= 6'd0;
            end
            else
                begin
                    min_tick <= 1'b0;
                    if(tick == 1'b1)
                        begin
                            if(minutes == 6'd59)
                            begin
                                minutes <= 6'd0;
                                min_tick <= 1'b1;
                            end
                            else 
                                begin
                                minutes <= minutes + 1'b1;
                            end
                       end
                  end
            end
endmodule
==> /design/flow/run.sh <==
#!/bin/bash
# OpenROAD 26Q1-2900-gdf79404cd8, Yosys 0.63+post, stock flow scripts
make -C /OpenROAD-flow-scripts/flow DESIGN_CONFIG=/design/flow/config.mk WORK_HOME=/design/flow/orfs finish
==> /design/flow/config.mk <==
export PLATFORM = sky130hd
export DESIGN_NAME = minutes_counter
export DESIGN_NICKNAME = minutes_counter
export VERILOG_FILES = /design/flow/design.v
export SDC_FILE = /design/flow/constraint.sdc
export NUM_CORES = 4
export LEC_CHECK = 1
export CORE_AREA = 10 10 70 70
export DIE_AREA = 0 0 80 80
==> /design/flow/constraint.sdc <==
current_design minutes_counter

set clk_period 1.6
set clk_io_pct 0.2

create_clock -name clk0 -period $clk_period [get_ports {clk_1Hz}]

set non_clock_inputs [all_inputs -no_clocks]
set_input_delay [expr $clk_period * $clk_io_pct] -clock clk0 $non_clock_inputs
set_output_delay [expr $clk_period * $clk_io_pct] -clock clk0 [all_outputs]
==> flow_summary.html <==
<h3>Run summary</h3>
<table>
<tr><th>Metric</th><th>Value</th></tr>
<tr><th colspan="2">Worst setup path</th></tr>
<tr><td>Data arrival time of the worst path</td><td>1180 ps</td></tr>
<tr><td>List of cells traversed by the critical path</td><td>clkdlybuf4s50_1</td></tr>
<tr><td>Endpoint type of the worst setup path</td><td>output pin</td></tr>
<tr><td>Cell depth of the worst flop-to-flop path</td><td>4</td></tr>
<tr><td>WP depth</td><td>1</td></tr>
<tr><td>Delay of the slowest cell on the worst path</td><td>500 ps</td></tr>
<tr><td>Beginning of the worst register-to-register path</td><td>minutes[0]</td></tr>
<tr><td>CP top delay family</td><td>buffers and inverters</td></tr>
<tr><td>Buffers &amp; Inverters on Critical Path</td><td>1</td></tr>
<tr><td>Master of the slowest instance on the critical path</td><td>clkdlybuf4s50_1</td></tr>
<tr><td>Nature of the critical path startpoint</td><td>flop</td></tr>
<tr><td>Data required time at the worst endpoint</td><td>1280 ps</td></tr>
<tr><td>Worst flop-to-flop path endpoint</td><td>minutes[4]</td></tr>
<tr><td>Critical path start-end classification</td><td>flop to output pin</td></tr>
<tr><td>Maximum fanout along the worst path</td><td>6</td></tr>
<tr><td>Slack of the worst reg-to-reg path</td><td>280 ps</td></tr>
<tr><th colspan="2">Power and ir drop</th></tr>
<tr><td>Leakage Power</td><td>between 0.00015 and 0.0002 µW</td></tr>
<tr><td>Power Density</td><td>between 700 and 800 mW/mm²</td></tr>
<tr><td>Total power draw</td><td>380 µW</td></tr>
<tr><td>Worst IR drop on VDD</td><td>250 µV</td></tr>
<tr><th colspan="2">Timing</th></tr>
<tr><td>RSZ-0062 raised after global routing</td><td>false</td></tr>
<tr><td>Post-route fraction of the period consumed by the critical path</td><td>0.935</td></tr>
<tr><td>Achievable Freq</td><td>0.669 GHz</td></tr>
<tr><td># setup viols final</td><td>0</td></tr>
<tr><td>Worst-case setup margin in the final layout</td><td>105 ps</td></tr>
<tr><td>Worst Tran Pin Value</td><td>285 ps</td></tr>
<tr><td>Final Hold Fails</td><td>0</td></tr>
<tr><td>Worst max-slew margin expressed relative to the limit</td><td>0.809</td></tr>
<tr><td>Final Critical Period</td><td>1500 ps</td></tr>
<tr><td>Worst-case clock skew</td><td>2.53 ps</td></tr>
<tr><td>TNS Setup</td><td>0 ps</td></tr>
<tr><td>Final Max-Slew Violation Tally</td><td>0</td></tr>
<tr><th colspan="2">Clocking</th></tr>
<tr><td>H-Tree Level Count</td><td>1</td></tr>
<tr><td>CTS Hold Buffers Added</td><td>0</td></tr>
<tr><td>Worst skew pair latency</td><td>250 ps</td></tr>
<tr><td>Cells resized by post-CTS repair</td><td>0</td></tr>
<tr><td>CTS root buffer</td><td>clkbuf_4</td></tr>
<tr><td>Sinks on the clock net</td><td>7</td></tr>
<tr><td>Maximum number of buffers from clock root to sink</td><td>2</td></tr>
<tr><td>Post-CTS Setup Repair Bufs</td><td>0</td></tr>
<tr><td>CTS tree</td><td>done</td></tr>
<tr><td>Clock input transition at the sequential cells of the worst setup and hold paths</td><td>50 ps</td></tr>
<tr><td>TritonCTS buffer count</td><td>3</td></tr>
<tr><th colspan="2">Layout</th></tr>
<tr><td>Area of all sequential standard cells</td><td>between 100 and 150 µm²</td></tr>
<tr><td>Final instance count without filler cells</td><td>91</td></tr>
<tr><td>Area of the multi-input gates</td><td>146 µm²</td></tr>
<tr><td>Area growth syn-to-layout</td><td>65.9%</td></tr>
<tr><td>Fin area</td><td>around 480 µm²</td></tr>
<tr><td>Share of post-route cells with drive strength above 1</td><td>0.133</td></tr>
<tr><td>Filler Cell Count</td><td>390</td></tr>
<tr><th colspan="2">GRT</th></tr>
<tr><td>Global-route wire length before repair</td><td>1290 µm</td></tr>
<tr><td>Vias in the first global route</td><td>287</td></tr>
<tr><td>Number of antenna violations at the first check in global routing</td><td>0</td></tr>
<tr><td>Largest net degree at the start of global routing</td><td>7</td></tr>
<tr><td>Total grt overflow</td><td>0</td></tr>
<tr><td>All-layer global routing usage</td><td>0.0263</td></tr>
<tr><th colspan="2">Yosys</th></tr>
<tr><td>Synthesized flop and latch total</td><td>7</td></tr>
<tr><td>Largest type area fraction</td><td>0.489</td></tr>
<tr><td>Yosys top cell by area</td><td>dfxtp_1</td></tr>
<tr><td>Number of enable-type register cells in the synthesized netlist</td><td>0</td></tr>
<tr><td>Area figure in the yosys stat output</td><td>287 µm²</td></tr>
<tr><td>Sequential-to-total area share from yosys stat</td><td>0.489</td></tr>
<tr><td>Dominant register cell in the synthesized netlist</td><td>dfxtp_1</td></tr>
<tr><td>Leading cell types by count after synthesis</td><td>dfxtp_1, nor2_1</td></tr>
<tr><td>Post-synthesis async set-or-reset flop share</td><td>0</td></tr>
<tr><td>Netlist area before placement</td><td>around 290 µm²</td></tr>
<tr><td>Tally of unique sky130hd cells used after synthesis</td><td>16</td></tr>
<tr><td>Avg Inst Size Synth</td><td>approximately 9.6 µm²</td></tr>
<tr><td>Total of warnings raised by yosys</td><td>1</td></tr>
<tr><td>Cell count listed in synth_stat.txt</td><td>30</td></tr>
<tr><td>Number of standard cells after synthesis</td><td>30</td></tr>
<tr><td>Most common cell in the synthesized netlist</td><td>dfxtp_1</td></tr>
<tr><td>Synth area leaders</td><td>dfxtp_1, nor2_1, xor2_1</td></tr>
<tr><th colspan="2">Routing</th></tr>
<tr><td># diodes</td><td>0</td></tr>
<tr><td>Number of nets still failing antenna checks after routing</td><td>0</td></tr>
<tr><td>DRC Markers</td><td>0</td></tr>
<tr><td>DR vias/cell</td><td>2.78</td></tr>
<tr><td>Final WL</td><td>720 µm</td></tr>
<tr><td>DR vias</td><td>253</td></tr>
<tr><td>Violation count after the first detailed-route iteration</td><td>24</td></tr>
<tr><td>Final routed wire length divided by cell count</td><td>between 7 and 8 µm</td></tr>
<tr><td>First-pass iteration count of the detailed router</td><td>3</td></tr>
<tr><th colspan="2">Die</th></tr>
<tr><td>Die Footprint</td><td>0.00640 mm²</td></tr>
<tr><td>Number of standard-cell rows in the floorplan</td><td>21</td></tr>
<tr><td>Top-level port count</td><td>10</td></tr>
<tr><td>Vertical extent of the die</td><td>80 µm</td></tr>
<tr><td>Die Width</td><td>80 µm</td></tr>
<tr><td>Total core area</td><td>0.00342 mm²</td></tr>
<tr><td>Initial standard-cell utilization of the core</td><td>0.0839</td></tr>
<tr><th colspan="2">Worst hold path</th></tr>
<tr><td>Depth of the worst hold-timing path</td><td>2</td></tr>
<tr><td>Worst Hold End</td><td>minutes[5]</td></tr>
<tr><td>Classification of the worst-slack hold path</td><td>flop to flop</td></tr>
<tr><td>Origin of the worst min-delay path</td><td>minutes[5]</td></tr>
<tr><th colspan="2">Place</th></tr>
<tr><td>Total placed cells including tap cells</td><td>87</td></tr>
<tr><td>Gpl congestion</td><td>0.794</td></tr>
<tr><td>Pre-CTS setup slack</td><td>~57 ps</td></tr>
<tr><td>Final HPWL DP</td><td>578 µm</td></tr>
<tr><td>Tally of buffers added on design ports</td><td>9</td></tr>
<tr><td>Instance area at placement</td><td>between 400 and 500 µm²</td></tr>
<tr><th colspan="2">Run status</th></tr>
<tr><td>Run status</td><td>completed</td></tr>
<tr><th colspan="2">Job</th></tr>
<tr><td>Maximum capacitance violations</td><td>0</td></tr>
<tr><td>OpenROAD warning count</td><td>25</td></tr>
</table>
worst register-to-register path, cell delays in order, from the launching register on:
cell and delay [ps]:
dfxtp_1 410, ha_1 220, nand3_2 100, or3b_1 380, a21oi_1 140
where the power goes:
part	internal (µW)	switching [µW]
registers	180	7.02
clock network	95.0	63.1
logic	22.6	11.9
total	298	82.0
how the worst max path moves through the flow:
stage	start	endpoint	slack, ps
CTS	minutes[3]	minutes[3]	90
finish	minutes[2]	minutes[2]	100
global route	minutes[3]	minutes[3]	50
state kept, by name, indices dropped and copies added, names as in the netlist:
| register | flops |
|---|---|
| min_tick | 1 |
| minutes | 6 |
final cells by class:
cell class	count	share of cell area
sequential	7	0.295
multi-input combinational	23	0.308
timing repair buffer	11	0.221
tap	46	0.121
clock buffer	4	0.0553
kinds of logic after synthesis:
| family | share of synthesized area |
|---|---|
| AND/OR/NAND/NOR | 0.245 |
| flip-flops | 0.489 |
| AND-OR/OR-AND | 0.0961 |
| XOR/XNOR | 0.0917 |
| multiplexers | 0.0349 |
| adder cells (fa/ha/maj) | 0.0437 |
through the flow:
step | utilization | hold slack, ps
floorplan | - | 389
global placement | 0.132 | 510
detailed placement | 0.132 | 518
CTS | 0.139 | 524
global route | 0.139 | 573
finish | 0.139 | 523
layout by cell type (no fill, tap or decap), drive strengths merged:
| master | n |
|---|---|
| o21ai | 2 |
| nand3 | 1 |
| clkdlybuf4s50 | 9 |
| nand4 | 1 |
| xor2 | 2 |
| nor2 | 5 |
| buf | 2 |
| nor3 | 1 |
| or3 | 1 |
| ha | 1 |
| nand2 | 2 |
| mux2i | 1 |
| xnor2 | 1 |
| a21oi | 2 |
| o21bai | 1 |
| nand3b | 1 |
| dfxtp | 7 |
| or3b | 1 |
| clkbuf | 4 |
per-layer routing:
| metal | part of all wire | global-route usage | vias up |
|---|---|---|---|
| li1 | - | - | 136 |
| met1 | 0.48 | 0.0315 | 106 |
| met2 | 0.31 | 0.0313 | 11 |
| met3 | 0.21 | 0.0295 | 0 |
| met4 | 0 | 0.00176 | 0 |
| met5 | 0 | 0 | - |
Power and IR drop assume default switching activity.
