--- design/flow/run.sh ---
#!/bin/bash
# OpenROAD 26Q1-2900-gdf79404cd8, Yosys 0.63+post, stock flow scripts
make -C /OpenROAD-flow-scripts/flow DESIGN_CONFIG=/design/flow/config.mk WORK_HOME=/design/flow/orfs finish
--- design/flow/config.mk ---
export PLATFORM = sky130hd
export DESIGN_NAME = clock_divider
export DESIGN_NICKNAME = clock_divider
export VERILOG_FILES = /design/flow/design.v
export SDC_FILE = /design/flow/constraint.sdc
export NUM_CORES = 4
export LEC_CHECK = 1
export CORE_AREA = 10 10 86 86
export DIE_AREA = 0 0 96 96
--- design/flow/constraint.sdc ---
current_design clock_divider

set clk_period 4.2
set clk_io_pct 0.2

create_clock -name clk0 -period $clk_period [get_ports {clk}]

set non_clock_inputs [all_inputs -no_clocks]
set_input_delay [expr $clk_period * $clk_io_pct] -clock clk0 $non_clock_inputs
set_output_delay [expr $clk_period * $clk_io_pct] -clock clk0 [all_outputs]
--- design/flow/design.v ---
`timescale 1ns / 1ps
module clock_divider( rst,clk,clk_1Hz);
    input clk,rst;
    output wire clk_1Hz;
    reg [26:0]count;
    always@(posedge clk)
    begin
        if(rst) 
        count <= 0;
        else
         count <= count + 1'b1;
         end
         assign clk_1Hz = count[26];
endmodule
==> qor.txt <==
most flop-heavy register: count
element type at the critical path end: flop
Setup TNS: 0 ns
slowest CP cell: or4_1
Comb pwr share: 2.5%
Latency at later pin: 0.26 ns
GRT Overall Usage: 4.77%
first-pass GRT wire length: 3620 um
H-tree depth: 1
clk buf depth: 2
crit path cell chain: ha_1 -> nand4_2 -> or3_4 -> or4_1 -> a21oi_1
P&R area growth vs syn: 10.5%
CTS clk-pin slew, worst paths: 0.09 ns
most numerous logic cell after layout: dfxtp_1
Total Wirelength: 2120 um
die width: 96 um
sequential share of power: 62.9%
largest net degree at the start of global routing: 29
chip area: 9220 um^2
delay-heaviest family, CP: simple AND/OR/NAND/NOR gates
post-place setup slack: 2.08 ns
Register Area: 541 um^2
Non-Filler Instances: 213
crit path time final: 2.05 ns
critical path peak fanout: 12
fp util: 22.2%
crit path DAT: 2.26 ns
GPL Wtd Cong: 0.764
Least-Margin Pin Slew: 0.416 ns
power after layout: 0.000415 W
vias post-DR: 952
Routed WL per cell: 9.95 um
met2 wire length: 849 um
Fillers: 617
post-CTS sizing: 0
Final Skew: 0.00285 ns
height of the die: 96 um
max incr delay on CP: 0.52 ns
# clock sinks: 27
clock share of power: 34.6%
fin util: 24.5%
hold_buf cts: 0
sequential share of the synthesized area: 43.9%
Residual DRC: 0
Final ANT Viol Nets: 0
required time of the critical path: 4.40 ns
yosys stat cell total: 140
Core Region: 5540 um^2
pwr dens: 305 nW/um^2
max-cap viol count: 0
number of I/O pins: 3
most common logic cells in the final layout: dfxtp_1, a21oi_1, nor2_1
Final Cycle Share: 48.9%
synthesized instance count: 140
worst hold-check path type: reg2reg
met1 wire length: 1180 um
Final WS setup: 2.15 ns
status: complete, no violations
cts bufs inserted: 3
final slew viol count: 0
Syn Std Cell Area: 1230 um^2
Max Fclk: 487 MHz
Post CTS Setup Buffer Count: 0
Int Power: 0.000330 W
Inst Count DP: 209
count of unique library cells instantiated by Yosys: 27
final setup vio count: 0
root buf cell: clkbuf_8
Largest regs: count x27
Setup crit start kind: flop
synth warn: 1
layout cells sized above 1: 6.38%
total grt overflow: 0
Final Hold Violation Tally: 0
vias in the first global route: 805
post-DR vias/cell: 4.47
max layer used: met4
Buf+Inv Stages, Crit Path: 0
Cell Rows: 27
Largest register FFs: 27
net switching power: 0.0000847 W
ant diodes: 0
antenna violations before repair: 0
relative slew slack: 72.2%
area reported by Yosys stat: 1230 um^2
initial DRC count: 88
Net Sw Frac: 20.4%
Pre-Repair DR Iteration Count: 3
tool warnings: 25
critical path class: reg2reg
RSZ-0062 raised after global routing: no
Comb gate area: 637 um^2
peak supply drop: 0.000153 V
Synth Register Bits: 27
HPWL after detailed placement: 1390 um
Buffers on Ports: 2
CTS tree: yes
DR WL met3: 60 um
synthesized area per cell: 8.79 um^2
Lkg Pwr: 0.379 nW
## through the flow
| step | cell area [um^2] | hold slack, ns |
|---|---|---|
| after detailed placement | 1310 | 0.458 |
| after floorplan | 1230 | 0.430 |
| final | 1360 | 0.472 |
| after CTS | 1360 | 0.479 |
| after global routing | 1360 | 0.505 |
| after global placement | 1310 | 0.448 |
## kinds of logic after synthesis
logic type / share of synthesized area [%]
AND/OR/NAND/NOR: 29.8
AND-OR/OR-AND: 13.8
flip-flops: 43.9
buffers and inverters: 4.27
XOR/XNOR: 7.12
adder cells (fa/ha/maj): 1.02
## layout make-up
| type | count | share of cell area [%] |
|---|---|---|
| clock buffers | 4 | 3.31 |
| inverters | 5 | 1.38 |
| well taps | 72 | 6.63 |
| repair buffers | 3 | 2.03 |
| multi-input cells | 102 | 46.9 |
| flip-flops and latches | 27 | 39.8 |
## metal layers
metal,global-route usage [%],vias to the layer above
met5,0,-
met4,0.491,0
met3,1.42,2
met2,7.06,5
met1,6.98,431
li1,-,514
## final timing paths
check            from         to  slack, ns  depth (start not counted)
max          count[0]  count[24]       2.15                          5
min          count[0]   count[0]       0.47                          1
max reg2reg  count[0]  count[24]       2.15                          5
min reg2reg  count[0]   count[0]       0.47                          1
## Yosys cell counts (all sizes together)
cell / n / share of area (%)
a21oi: 14 / 5.7
and3: 2 / 1.0
and4: 2 / 1.4
buf: 3 / 1.8
clkbuf: 3 / 0.92
dfxtp: 27 / 44
ha: 1 / 1.0
inv: 5 / 1.5
nand2: 9 / 2.7
nand3: 9 / 4.5
nand4: 4 / 2.5
nor2: 12 / 3.7
nor2b: 2 / 1.0
nor3: 2 / 0.81
nor4: 3 / 1.5
o21ai: 5 / 2.0
o31ai: 10 / 6.1
or3: 5 / 2.9
or4: 12 / 7.6
xnor2: 8 / 5.7
xor2: 2 / 1.4
## power by group through the flow
stage | Sequential (W) | Clock (W) | Combinational, W
6_report | 0.000261 | 0.000143 | 0.0000104
4_1_cts | 0.000261 | 0.000151 | 0.0000104
5_1_grt | 0.000261 | 0.000165 | 0.0000120
Power is estimated from default activity; no workload was simulated.
