File: design/flow/config.mk
export PLATFORM = sky130hd
export DESIGN_NAME = seconds_counter
export DESIGN_NICKNAME = seconds_counter
export VERILOG_FILES = /design/flow/design.v
export SDC_FILE = /design/flow/constraint.sdc
export NUM_CORES = 4
export LEC_CHECK = 1
export CORE_AREA = 10 10 70 70
export DIE_AREA = 0 0 80 80
File: design/flow/constraint.sdc
current_design seconds_counter

set clk_period 1.3
set clk_io_pct 0.2

create_clock -name clk0 -period $clk_period [get_ports {clk_1Hz}]

set non_clock_inputs [all_inputs -no_clocks]
set_input_delay [expr $clk_period * $clk_io_pct] -clock clk0 $non_clock_inputs
set_output_delay [expr $clk_period * $clk_io_pct] -clock clk0 [all_outputs]
File: design/flow/design.v
`timescale 1ns / 1ps
module seconds_counter(rst,tick,clk_1Hz,seconds);
    input rst,clk_1Hz;
    output reg [5:0] seconds;
    output reg tick;
    always@(posedge clk_1Hz)
    begin
    if(rst)
       begin
         seconds <= 0;
         tick <= 1'b0;
       end
    else 
        begin
         tick <= 1'b0;
        if(seconds == 6'd59)
            begin
                tick <=  1'b1;
                seconds <= 6'd0;
            end
        else 
            begin
                seconds <= seconds + 1'b1;
            end
         end
    end
endmodule
File: design/flow/run.sh
#!/bin/bash
# OpenROAD 26Q1-2900-gdf79404cd8, Yosys 0.63+post, stock flow scripts
make -C /OpenROAD-flow-scripts/flow DESIGN_CONFIG=/design/flow/config.mk WORK_HOME=/design/flow/orfs finish
==> impl_metrics.py <==
# Generated from Yosys and OpenROAD reports
metrics = {
    "finish": {
        "layout-drive-gt1-share": 0.4565,
        "logic_area_um2": 138.9,
        "final_cells": 92,
        "ff_latch_area_um2": 147.6,
        "syn_to_final_growth_pct": 88.78,
        "fill_cells": 395,
    },
    "final_timing": {
        "tns_ns": 0,
        "fin_skew_ns": 0.003778,
        "fmax_mhz": 827.2,
        "holdWs_ns": 0.5235,
        "tightest_slew_ns": 0.2089,
        "rsz0062_at_grt": "no",
        "hold_violations": 0,
        "setup_viol": 0,
        "drv_slew": 0,
        "relSlewSlack": 0.8592,
        "finalCritPeriodShare": 0.9299,
        "period_minus_slack_ns": 1.209,
    },
    "synthesis": {
        "most_common_cell": "dfxtp_1",
        "ys_ff": 7,
        "yosysSeqAreaShare": 0.5234,
        "syn_inst": 27,
        "top_cells_by_count": "7 x dfxtp_1, 5 x nor2_1, 2 x xor2_1",
        "syn_area_um2": 267.8,
        "synth_top_area_share": 0.5234,
        "synth.largest_area_cell": "dfxtp_1",
        "postSynth.asyncResetShare": 0,
        "edf_count": 0,
        "avgSynthCellArea_um2": 9.917,
        "yosys_area_um2": 267.8,
        "yosys_cells": 27,
        "synthFlopType": "dfxtp_1",
        "synthTopCellsByArea": "dfxtp_1 52%, nor2_1 7.0%, xor2_1 6.5%, ha_1 4.7%, nand3_2 3.7%",
        "synth_cell_types": 16,
        "ys_warn_count": 1,
    },
    "cts": {
        "cts.sinks": 7,
        "clockRootBuffer": "clkbuf_4",
        "cts_buffers": 3,
        "htreeDepth": 1,
        "cts.clk_slew.worst_paths_ns": 0.05,
        "worstSkewPairLatency_ns": 0.25,
        "cts_max_path_buffers": 2,
        "cts_tree": "yes",
        "holdBufCountCts": 0,
    },
    "setup_path": {
        "worstPathCellList": "buf_4 > ha_2 > and3_4 > a21o_4 > a21oi_1",
        "path_delay_family": "AND-OR/OR-AND gates",
        "worst_setup_path_end_kind": "register",
        "startpoint_type": "register",
        "required_ns": 1.48,
        "ff2ff_path_depth": 5,
        "slowest_stage": "dfxtp_2",
        "criticalPathCategory": "register to register",
        "reg2reg_slack_ns": 0.09,
        "reg2reg_from": "seconds[0]",
        "cp_data_arrival_time_ns": 1.38,
        "r2r_end": "seconds[5]",
        "path_buffers": 1,
        "cpPeakStageDelay_ns": 0.32,
        "worstPathMaxFanout": 6,
    },
    "floorplan": {
        "die-area_um2": 6400,
        "initial_core_util": 0.07839,
        "num_rows": 21,
        "fp.dieW_um": 80,
        "core-area_um2": 3416,
        "die-height_um": 80,
        "io_pins": 9,
    },
    "drt": {
        "num_antenna_cells": 0,
        "drc": 0,
        "first_pass_iters": 2,
        "top_layer_used": "met3",
        "drtIter0Drc": 20,
        "wl_per_cell_um": 8.207,
        "drt-met1-wl_um": 342,
        "wirelength_um": 755,
        "met2_length_um": 342,
        "vias": 255,
        "wl_met3_um": 69,
        "ant_nets": 0,
        "vias_per_cell": 2.772,
    },
    "global_routing": {
        "grt_pass1_vias": 251,
        "grt_util_all_layers": 0.02249,
        "grt.overflow.total": 0,
        "antenna_found_initial": 0,
        "grt_pass1_wl_um": 1159,
        "grt_max_degree": 7,
    },
    "hold_path": {
        "holdPathStages": 2,
        "hold_path_end": "seconds[0]",
        "min_path_type": "register to register",
        "hold_start": "seconds[0]",
    },
    "power": {
        "p_per_area_nw_per_um2": 951.0,
        "ir_drop_v": 0.0001863,
        "p_leak_nw": 0.2536,
    },
    "place": {
        "post-dp-hpwl_um": 483.1,
        "place.gp.congestion": 0.6788,
        "io_buffers": 8,
        "place_inst": 83,
    },
    "outcome": {
        "outcome": "complete, no violations",
    },
    "flow_run": {
        "warnings": 25,
        "drv_cap": 0,
    },
}
-- kinds of logic after synthesis --
group,after synthesis,share of synthesized area
buffers and inverters,1,0.01401
adder cells (fa/ha/maj),1,0.04672
XOR/XNOR,3,0.09815
AND-OR/OR-AND,3,0.06540
AND/OR/NAND/NOR,12,0.2524
flip-flops,7,0.5233
-- registers in the layout, indices dropped and copies added (netlist names) --
register / cells
seconds: 6
tick: 1
-- cell type report --
| type | instances | area share |
|---|---|---|
| sequential | 7 | 0.2921 |
| multi-input combinational | 19 | 0.2748 |
| timing repair buffer | 15 | 0.2599 |
| tap | 46 | 0.1139 |
| clock buffer | 4 | 0.05198 |
| inverter | 1 | 0.007426 |
-- power by group --
part	internal (mW)	total, mW	switching, mW
Combinational	0.0325	0.0536	0.0211
Clock	0.117	0.199	0.0817
Sequential	0.224	0.228	0.00381
Total	0.374	0.481	0.107
-- stage by stage --
step	area [µm²]	power, mW	util	setup WS, ns
floorplan	267.8	0.2490	-	0.2304
global placement	420.4	0.2757	0.1231	0.1374
detailed placement	420.4	0.2754	0.1231	0.1201
CTS	485.5	0.4839	0.1421	0.004368
global route	505.5	0.5073	0.1480	0.03601
finish	505.5	0.4807	0.1480	0.09109
-- worst register-to-register path: stages, from the launching register on --
cell	delay [ns]
dfxtp_2	0.32
buf_4	0.14
ha_2	0.19
and3_4	0.15
a21o_4	0.22
a21oi_1	0.11
-- layer usage --
| layer | vias up | track usage |
|---|---|---|
| li1 | 128 | - |
| met4 | 0 | 0.003521 |
| met5 | - | 0 |
| met2 | 8 | 0.03291 |
| met1 | 119 | 0.02668 |
| met3 | 0 | 0.01591 |
-- timing repair --
item | 4_1_cts | 5_1_grt
pin swaps | 0 | 1
endpoints found under the hold margin | 0 | 0
setup endpoints to repair | 6 | 8
setup buffers | 5 | 0
gates cloned | 0 | 0
gates resized | 11 | 5
-- placed cells by master (no fill, tap or decap), types with 2 or more instances in the layout --
master / n
buf_4: 7
clkbuf_4: 3
dfxtp_2: 6
dlygate4sd2_1: 5
dlymetal6s2s_1: 2
nor2_1: 5
xor2_1: 2
-- worst max-delay path by stage --
stage / start / to / cells past startpoint
final: seconds[0] / seconds[5] / 5
after global routing: seconds[0] / seconds[4] / 5
after CTS: seconds[5] / seconds[5] / 1
No activity file was given, so power comes from the tool's default toggle rates.
